==> flow/run.sh <==
#!/bin/bash
# OpenROAD 26Q1-2900-gdf79404cd8, Yosys 0.63+post, stock flow scripts
make -C /OpenROAD-flow-scripts/flow DESIGN_CONFIG=/design/flow/config.mk WORK_HOME=/design/flow/orfs finish
==> flow/constraint.sdc <==
current_design clint

set clk_period 7.7
set clk_io_pct 0.2

create_clock -name clk0 -period $clk_period [get_ports {CLK}]

set non_clock_inputs [all_inputs -no_clocks]
set_input_delay [expr $clk_period * $clk_io_pct] -clock clk0 $non_clock_inputs
set_output_delay [expr $clk_period * $clk_io_pct] -clock clk0 [all_outputs]
==> flow/design.v <==
module clint
    # (
        parameter BASE_ADDR = 32'h1000_0000,
        parameter TICK_CNT = 32'd1
    )
    (
        input wire          CLK,
        input wire          RST,
        input wire          RDEN,
        input wire  [31:0]  RIADDR,
        output reg  [31:0]  ROADDR,
        output reg          RVALID,
        output reg  [31:0]  RDATA,
        input wire          WREN,
        input wire  [31:0]  WADDR,
        input wire  [31:0]  WDATA,
        output reg          INT_EN,
        output reg  [3:0]   INT_CODE
    );
    assign clint_rden = RIADDR >= BASE_ADDR && RIADDR < BASE_ADDR + 32'h0001_0000 && RDEN;
    assign clint_wren = WADDR >= BASE_ADDR && WADDR < BASE_ADDR + 32'h0001_0000 && WREN;
    reg [31:0] itimer;
    wire itimer_ok = itimer == (TICK_CNT-32'd1);
    always @ (posedge CLK) begin
        if (RST)
            itimer <= 32'b0;
        else
            itimer <= itimer_ok ? 32'b0 : itimer + 32'b1;
    end
    reg  [31:0] msip;
    reg  [31:0] mtimecmp [1:0];   
    reg  [31:0] mtime    [1:0];   
    wire [63:0] mtimecmp64 = { mtimecmp[1], mtimecmp[0] };
    wire [63:0] mtime64    = { mtime[1], mtime[0] };
    always @ (posedge CLK) begin
        if (RST) begin
            ROADDR <= 32'b0;
            RVALID <= 1'b1;
            RDATA <= 32'b0;
        end
        else if (clint_rden) begin
            casez (RIADDR[15:0])
                16'h0000: begin   
                    ROADDR <= RIADDR;
                    RVALID <= 1'b1;
                    RDATA <= msip;
                end
                16'h400z: begin   
                    ROADDR <= RIADDR;
                    RVALID <= 1'b1;
                    RDATA <= mtimecmp[RIADDR[2]];
                end
                16'hbffz: begin   
                    ROADDR <= RIADDR;
                    RVALID <= 1'b1;
                    RDATA <= mtime[RIADDR[2]];
                end
            endcase
        end
        else begin
            ROADDR <= 32'b0;
            RVALID <= 1'b0;
            RDATA <= 32'b0;
        end
    end
    always @ (posedge CLK) begin
        if (RST) begin
            msip <= 32'b0;
            mtimecmp[1] <= 32'b0;
            mtimecmp[0] <= 32'b0;
            mtime[1] <= 32'b0;
            mtime[0] <= 32'b0;
        end
        else if (clint_wren) begin
            casez (WADDR[15:0])
                16'h400z: mtimecmp[WADDR[2]] <= WDATA;
                16'hbffz: mtime[WADDR[2]] <= WDATA;
            endcase
        end
        else if (itimer_ok) begin
            mtime[0] <= mtime[0] + 32'b1;
            mtime[1] <= mtime[0] == 32'hffff_ffff ? mtime[1] + 32'b1 : mtime[1];
        end
    end
    always @ (posedge CLK) begin
        if (RST) begin
            INT_EN <= 1'b0;
            INT_CODE <= 4'b0;
        end
        else if (clint_wren && WADDR[15:0] == 16'b0) begin   
            INT_EN <= WDATA[0];
            INT_CODE <= 4'd3;
        end
        else if (itimer_ok && (mtime64+32'd1) >= mtimecmp64) begin   
            INT_EN <= 1'b1;
            INT_CODE <= 4'd7;
        end
        else begin
            INT_EN <= 1'b0;
            INT_CODE <= 4'b0;
        end
    end
endmodule
==> flow/config.mk <==
export PLATFORM = sky130hd
export DESIGN_NAME = clint
export DESIGN_NICKNAME = clint
export VERILOG_FILES = /design/flow/design.v
export SDC_FILE = /design/flow/constraint.sdc
export NUM_CORES = 4
export LEC_CHECK = 1
export CORE_UTILIZATION = 50
==> flow_metrics.tcl <==
# place-and-route summary
set metrics [dict create \
    grt_setup_unrepaired "false" \
    post_cts.resized_instances 0 \
    antenna_found_initial 0 \
    grt_use_total 0.2835 \
    max-slew-margin-rel 0.4177 \
    crit_required_ps 8140 \
    critical_path_arrival_ps 5440 \
    die_width_um 162.6 \
    final_util 0.6173 \
    pwr_density_cell_mw_per_mm2 174.7 \
    status "finished, final reports clean" \
    ys_seq_elements 228 \
    antenna_cells 0 \
    ctsLongestPathBuffers 3 \
    cts.sink_count 228 \
    yosys_chip_area_sq_mm 0.01289 \
    ys_cells 1320 \
    total_power_mw 2.723 \
    die-height_um 162.6 \
    drt_wl_total_um 34950 \
    htreeDepth 1 \
    postSynth.asyncResetShare 0 \
    die_area_sq_mm 0.02643 \
    detail_route.vias_per_cell 5.641 \
    global_route.usage.met3 0.1091 \
    netlist_area_sq_mm 0.01289 \
    synthesis.area_per_instance_sq_um 9.768 \
    busiest_layer "met1" \
    rows 58 \
    slew_viol_final 0 \
    max-vdd-ir-drop_mv 0.1970 \
    cts_setup_buffers 0 \
    post_dr_wirelength_cell_um 19.25 \
    io_pins 170 \
    ys_top_cells_by_area "sky130_fd_sc_hd__edfxtp_1 30%, sky130_fd_sc_hd__dfxtp_1 16%, sky130_fd_sc_hd__ha_1 6.6%" \
    grt_pass1_vias 9960 \
    synth_cell_types 61 \
    edf_count 128 \
    postSynthCellCount 1320 \
    hold-worst-slack_ps 453.7 \
    tritoncts.num_buffers 26 \
    timing.critical_path.to_type "flip-flop" \
    drt_iter0_markers 591 \
    num_vias 10239 \
    worst_skew_pair.late_latency_ps 540 \
    fmax_mhz 200.1 \
    setup-violations-final 0 \
    mostFrequentLayoutCell "sky130_fd_sc_hd__clkdlybuf4s50_1" \
    timing.hold.worst.class "flip-flop to flip-flop" \
    cts_root_buf "sky130_fd_sc_hd__clkbuf_16" \
    ys.flop_type "sky130_fd_sc_hd__edfxtp_1" \
    synth.largest_area_cell "sky130_fd_sc_hd__edfxtp_1" \
    timing_worst_slew_pin_value_ps 862.5 \
    critical_path.cell_chain "ha_1 -> nand4_1 -> nor2_1 -> and3_1 -> and2_1 -> nand2_1 -> nor2_1 -> xor2_1 -> ha_1 -> nand4_1 -> nor4_1 -> nand3_1 -> o21ai_0 -> o21ai_0 -> nor3_1" \
    number_of_drc_violations_after_detailed_routing 0 \
    dr.pass1.iters 5 \
    port_buffers 168 \
    place_hpwl_um 24610 \
    gpl.final_weighted_congestion 0.9459 \
    grt-ovfl-total 0 \
    yosysTopAreaCellShare 0.2981 \
    drive_above_1_share 0.05320 \
    synth_seq_share 0.4534 \
    layout-area-overhead-vs-synth_pct 20.91 \
    synthesis.yosys.warnings 3 \
    placed_area_sq_mm 0.01479 \
    floorplanUtilization 0.5106 \
    antenna_left 0 \
    clkTransAtPathRegs_ps 60 \
    skew_ps 22.08 \
    floorplan.core_area_sq_mm 0.02525 \
    global_route.usage.met2 0.4095 \
    critical_path.startpoint_type "flip-flop" \
    ctsHoldBuffers 0 \
    setup_total_negative_slack_ps 0 \
    critical_path.max_fanout 9 \
    filler_cell_count 2131 \
    crit_type "flip-flop to flip-flop" \
    timing.final.hold_violations 0 \
    stage_log_warnings 27 \
    final_area_sq_mm 0.01559 \
    critPathMaxStageDelay_ps 660 \
    slowest_stage "sky130_fd_sc_hd__nor4_1" \
    cap_viol_max_count 0 \
    cts_tree "yes" \
    final.min_clock_period_ps 4998 \
    grt_first_pass_wirelength_um 54610 \
    gr-usage-met1 0.4286 \
    timing.final.crit_share 0.6491 \
    total_leakage_power_nw 6.139 \
    layout_top_cells_excl_fill_tap "167 x sky130_fd_sc_hd__clkdlybuf4s50_1, 128 x sky130_fd_sc_hd__edfxtp_1, 124 x sky130_fd_sc_hd__nand2_1" \
    grt_max_degree 42 \
]
==> report_power, final <==
part           internal, mW  switching (mW)
logic                 0.111           0.106
clock network         0.678           0.478
registers              1.32          0.0348
total                  2.10           0.619
==> logic make-up (layout without fill, tap and decap cells) <==
family / Yosys count / after routing / synth area share
xor+xnor: 120 / 120 / 0.08151
buf+inv: 141 / 306 / 0.04823
flops: 228 / 228 / 0.4534
mux: 50 / 50 / 0.03882
fa+ha+maj: 68 / 68 / 0.06599
simple gates: 485 / 485 / 0.1972
compound gates: 227 / 227 / 0.1146
other cells: 1 / 1 / 0.0002908
==> sequential cells by signal, indices dropped and copies added, names as in the netlist <==
signal / flops
RVALID: 1
mtime: 64
itimer: 32
ROADDR: 32
RDATA: 32
INT_CODE: 2
INT_EN: 1
mtimecmp: 64
==> worst max-delay path: cells and delay by family (launching register included) <==
family	cells	cell delay, ps
compound gates	2	600
xor+xnor	1	80
fa+ha+maj	2	560
flops	1	450
simple gates	10	3210
==> per-stage QoR <==
stage / worst slack (ps) / std cells
2_1_floorplan: 3030 / 1320
3_3_place_gp: 2642 / 1767
3_5_place_dp: 2584 / 1767
4_1_cts: 2798 / 1815
5_1_grt: 2363 / 1815
6_report: 2702 / 1815
==> path summary, 6_finish.rpt <==
path | startpoint | to | slack (ps) | depth (start not counted)
setup / recovery | mtime[0][0] | INT_CODE[2] | 2700 | 15
hold / removal | ROADDR[0] | ROADDR[0] | 450 | 2
setup reg to reg | mtime[0][0] | INT_CODE[2] | 2700 | 15
hold reg to reg | ROADDR[0] | ROADDR[0] | 450 | 2
==> cell type report <==
cell class | instances | area, sq um | area share
clock buffers | 40 | 764.5 | 0.04904
clock inverters | 8 | 36.28 | 0.002327
inverters | 70 | 262.8 | 0.01685
multi-input cells | 951 | 6439 | 0.4130
flip-flops and latches | 228 | 5846 | 0.3750
well taps | 330 | 412.9 | 0.02648
repair buffers | 188 | 1829 | 0.1173
==> synthesized netlist by cell type (2+ instances only) <==
library cell	n
sky130_fd_sc_hd__ha_1	68
sky130_fd_sc_hd__or3_1	4
sky130_fd_sc_hd__and2_1	40
sky130_fd_sc_hd__inv_1	70
sky130_fd_sc_hd__buf_2	5
sky130_fd_sc_hd__o21ai_1	28
sky130_fd_sc_hd__edfxtp_1	128
sky130_fd_sc_hd__a22o_1	32
sky130_fd_sc_hd__xnor2_1	63
sky130_fd_sc_hd__buf_1	8
sky130_fd_sc_hd__a211oi_1	2
sky130_fd_sc_hd__nor3_2	2
sky130_fd_sc_hd__nor2b_1	2
sky130_fd_sc_hd__o21a_1	26
sky130_fd_sc_hd__a21oi_1	64
sky130_fd_sc_hd__clkbuf_1	42
sky130_fd_sc_hd__nor4_4	2
sky130_fd_sc_hd__nor4_1	14
sky130_fd_sc_hd__nand4_1	29
sky130_fd_sc_hd__nand2_1	124
sky130_fd_sc_hd__a21o_1	3
sky130_fd_sc_hd__xor2_1	57
sky130_fd_sc_hd__and4_1	19
sky130_fd_sc_hd__a221o_1	2
sky130_fd_sc_hd__dfxtp_1	100
sky130_fd_sc_hd__buf_4	4
sky130_fd_sc_hd__o21ai_0	17
sky130_fd_sc_hd__mux2i_1	50
sky130_fd_sc_hd__nor4_2	2
sky130_fd_sc_hd__o22ai_1	26
sky130_fd_sc_hd__a221oi_1	11
sky130_fd_sc_hd__and3_1	53
sky130_fd_sc_hd__nor4b_1	5
sky130_fd_sc_hd__nand3_1	52
sky130_fd_sc_hd__a2bb2oi_1	7
sky130_fd_sc_hd__nor3_1	10
sky130_fd_sc_hd__clkbuf_2	3
sky130_fd_sc_hd__or4_1	2
sky130_fd_sc_hd__or2_2	5
sky130_fd_sc_hd__buf_6	9
sky130_fd_sc_hd__nor2_1	110
==> routing by layer <==
layer | share of wire | routed length (um) | vias up
met4 | 0.019 | 677 | 2
li1 | - | - | 5049
met3 | 0.10 | 3636 | 48
met5 | 0.0018 | 63 | -
met1 | 0.44 | 15540 | 4747
met2 | 0.43 | 15030 | 393
